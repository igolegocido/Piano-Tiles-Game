### ./run.sh
#!/bin/bash
# OpenROAD 26Q1-2900-gdf79404cd8, Yosys 0.63+post, stock flow scripts
make -C /OpenROAD-flow-scripts/flow DESIGN_CONFIG=/design/flow/config.mk WORK_HOME=/design/flow/orfs finish
### ./constraint.sdc
current_design vga

set clk_period 7.3
set clk_io_pct 0.2

create_clock -name clk0 -period $clk_period [get_ports {iClock}]

set non_clock_inputs [all_inputs -no_clocks]
set_input_delay [expr $clk_period * $clk_io_pct] -clock clk0 $non_clock_inputs
set_output_delay [expr $clk_period * $clk_io_pct] -clock clk0 [all_outputs]
### ./config.mk
export PLATFORM = sky130hd
export DESIGN_NAME = vga
export DESIGN_NICKNAME = vga
export VERILOG_FILES = /design/flow/design.v
export SDC_FILE = /design/flow/constraint.sdc
export NUM_CORES = 4
export LEC_CHECK = 1
export CORE_UTILIZATION = 40
### ./design.v
module MovingTiles
	(
		CLOCK_50,						 
		KEY,							 
		SW,
		LEDR,
		PS2_CLK,
		PS2_DAT,
		HEX0,
		HEX1,
		HEX2,
		HEX3,
		HEX4,
		HEX5,
		HEX6,
		HEX7,
		VGA_CLK,   						 
		VGA_HS,							 
		VGA_VS,							 
		VGA_BLANK_N,						 
		VGA_SYNC_N,						 
		VGA_R,   						 
		VGA_G,	 						 
		VGA_B   						 
	);
	input			CLOCK_50;				 
	input	[3:0]	KEY;		
	input [9:0] SW;
	inout				PS2_CLK;
	inout				PS2_DAT;
	output		[6:0]	HEX0;
	output		[6:0]	HEX1;
	output		[6:0]	HEX2;
	output		[6:0]	HEX3;
	output		[6:0]	HEX4;
	output		[6:0]	HEX5;
	output		[6:0]	HEX6;
	output		[6:0]	HEX7;
	output 		[9:0] LEDR;
	output			VGA_CLK;   				 
	output			VGA_HS;					 
	output			VGA_VS;					 
	output			VGA_BLANK_N;				 
	output			VGA_SYNC_N;				 
	output	[7:0]	VGA_R;   				 
	output	[7:0]	VGA_G;	 				 
	output	[7:0]	VGA_B;   				 
	wire resetn;
	assign resetn = KEY[0];
	wire [2:0] colour;
	wire [7:0] x;
	wire [6:0] y;
	wire writeEn;
	wire done;
	wire [7:0] ps2_key_data;
	wire ps2_key_pressed;
	vga_adapter VGA(
			.resetn(resetn),
			.clock(CLOCK_50),
			.colour(colour),
			.x(x),
			.y(y),
			.plot(writeEn),
			.VGA_R(VGA_R),
			.VGA_G(VGA_G),
			.VGA_B(VGA_B),
			.VGA_HS(VGA_HS),
			.VGA_VS(VGA_VS),
			.VGA_BLANK(VGA_BLANK_N),
			.VGA_SYNC(VGA_SYNC_N),
			.VGA_CLK(VGA_CLK));
		defparam VGA.RESOLUTION = "160x120";
		defparam VGA.MONOCHROME = "FALSE";
		defparam VGA.BITS_PER_COLOUR_CHANNEL = 1;
		defparam VGA.BACKGROUND_IMAGE = "black.mif";
	PS2_Demo p0(CLOCK_50, KEY[3:0], PS2_CLK, PS2_DAT, HEX0,HEX1,HEX2,HEX3,HEX4,HEX5,HEX6,HEX7,LEDR[9:0], ps2_key_data, ps2_key_pressed);
	vga v1(resetn,CLOCK_50,ps2_key_pressed, x,y,colour,writeEn,done);
endmodule
module vga(iResetn,iClock,iClick, oX,oY,oColour,oPlot, oDone);
   input wire 	    iResetn;
   input wire 	    iClock;
	input wire 		 iClick;
   output wire [7:0] oX;          
   output wire [6:0] oY;
   output wire [2:0] oColour;      
   output wire 	     oPlot;        
   output wire       oDone;
   parameter
     X_BOXSIZE = 8'd40,    
     Y_BOXSIZE = 7'd20,    
		X_SCREEN_PIXELS = 8'd160,
		Y_SCREEN_PIXELS = 7'd120,
     CLOCKS_PER_SECOND = 50000000,  
     X_MAX = X_SCREEN_PIXELS - 1 - X_BOXSIZE,  
     Y_MAX = Y_SCREEN_PIXELS - 1 - Y_BOXSIZE,
     FRAMES_PER_UPDATE = 15,
     PULSES_PER_SIXTIETH_SECOND = CLOCKS_PER_SECOND / 60
	       ;
	wire gameover, clear;
	wire DelayCounter,nextFrame;
	wire[6:0] FrameCounter;
	wire ld_play, ld_wait, ld_clear, ld_reset, ld_red, ld_check;
	control c0(iClock, iResetn, iClick,  clear, nextFrame, gameover, oDone, ld_play, ld_wait, ld_clear, ld_reset, ld_red, ld_check, oPlot);
	datapath #(X_BOXSIZE, Y_BOXSIZE, X_SCREEN_PIXELS, Y_SCREEN_PIXELS, CLOCKS_PER_SECOND,X_MAX, Y_MAX, FRAMES_PER_UPDATE,PULSES_PER_SIXTIETH_SECOND) d0(iClock, iResetn, iClick, ld_play, ld_wait, ld_clear, ld_reset, ld_red, ld_check, clear, nextFrame, gameover,DelayCounter, FrameCounter, oX, oY, oDone, oColour);
endmodule  
module control(iClock, iResetn, iClick,  clear, nextFrame, gameover, oDone, ld_play, ld_wait, ld_clear, ld_reset, ld_red, ld_check, oPlot);
	input iClock, iResetn, iClick, oDone, gameover, clear, nextFrame;
	output reg ld_play, ld_wait, ld_clear, ld_reset, ld_red, ld_check, oPlot;
	reg [3:0] current_state, next_state;
	reg temp;
	localparam 	S_START = 4'd0,
					S_PLAY = 4'd1,
					S_CLEAR= 4'd2,
					S_WAIT = 4'd3,
					S_LOST = 4'd4,
					S_START_WAIT = 4'd5,
					S_PLAY_WAIT = 4'd6,
					S_CHECK_CORRECT = 4'd7;
	always@(*)
   begin: state_table
			case(current_state)
				S_START: next_state = iClick ? S_START_WAIT: S_START;
				S_START_WAIT: next_state = iClick ? S_START_WAIT : S_PLAY;
				S_PLAY: begin
					if(iClick) next_state = S_PLAY_WAIT;
					else if(gameover) next_state = S_LOST;
					else next_state = oDone? S_WAIT : S_PLAY;
				end
				S_CHECK_CORRECT: next_state = gameover ? S_LOST : S_PLAY_WAIT;
				S_PLAY_WAIT: next_state = iClick ? S_PLAY_WAIT : S_CLEAR;
				S_CLEAR: next_state = oDone? S_PLAY : S_CLEAR;
				S_WAIT: begin if(iClick) next_state = S_PLAY_WAIT;
									else next_state = nextFrame ? S_PLAY : S_WAIT;
				end
				S_LOST: next_state = S_LOST;
				default next_state = S_LOST;
			endcase
	end
	always @(*)
   begin: enable_signals
		ld_play = 1'b0;
		oPlot = 1'b0;
		ld_wait = 1'b0;
		ld_clear = 1'b0;
		ld_reset = 1'b0;
		ld_red = 1'b0;
		ld_check = 1'b0;
		case(current_state)
			S_START: begin
				ld_clear = 1'b1;
			end
			S_PLAY: begin
				ld_play = 1'b1;
				oPlot = 1'b1;
			end
			S_CLEAR: begin
				ld_clear = 1'b1;
				oPlot = 1'b1;
			end
			S_WAIT: begin
				ld_wait = 1'b1;
			end
			S_LOST: begin
				ld_clear = 1'b1;
				ld_red = 1'b1;
				oPlot = 1'b1;
			end
			S_PLAY_WAIT: begin
				ld_reset = 1'b1;
			end
			S_START_WAIT: begin
				ld_clear = 1'b1;
			end
			S_CHECK_CORRECT: begin
				ld_check = 1'b1;
			end
		endcase
	end
	always@(posedge iClock)
    begin: state_FFs
        if(~iResetn) 
            current_state <= S_START;
        else
            current_state <= next_state;
    end  
endmodule
module datapath(iClock, iResetn, iClick, ld_play, ld_wait, ld_clear, ld_reset, ld_red, ld_check,  clear, nextFrame, gameover, DelayCounter, FrameCounter, oX, oY, oDone, oColour);
	parameter
     X_BOXSIZE = 8'd40,    
     Y_BOXSIZE = 7'd20,    
		X_SCREEN_PIXELS = 8'd160,
		Y_SCREEN_PIXELS = 7'd120,
     CLOCKS_PER_SECOND = 50000000,  
     X_MAX = X_SCREEN_PIXELS - 1 - X_BOXSIZE,  
     Y_MAX = Y_SCREEN_PIXELS - 1 - Y_BOXSIZE,
     FRAMES_PER_UPDATE = 15,
     PULSES_PER_SIXTIETH_SECOND = CLOCKS_PER_SECOND / 60;
	input iClock, iResetn, iClick, ld_play, ld_wait, ld_clear, ld_reset, ld_red, ld_check;
	output reg [7:0] oX;
	output reg [6:0] oY;
	output reg [2:0] oColour;
	output reg oDone, clear, nextFrame, gameover, DelayCounter; 
	output reg[6:0] FrameCounter;
	reg [7:0] X;
	reg [6:0] Y;
	reg [2:0] Colour;
	reg[4:0] speed;
	reg [1:0] score;
	reg[7:0] lfsr;
	reg [7:0] CountX, CountY;
	reg black, predone;
	reg [$clog2(PULSES_PER_SIXTIETH_SECOND):0] Counter;
	always@(posedge iClock) begin
        if(~iResetn) begin
				lfsr <= 8'b01001101;
            X <= 8'b0;
            Y <= 7'b0;
            Colour <= 3'b0; 
				oDone <= 1'b0;
				oX <= 1'b0;
				oY <= 1'b0;
				oColour <= 3'b0;
				CountX <= 8'd0;
				CountY <= 8'd0;
				black <= 1'b0;
				predone <= 1'b0;
				clear <= 1'b0;
				nextFrame <= 1'b0;
				gameover <= 1'b0;
				Counter <= 1'd0;
				DelayCounter <= 1'b0;
				FrameCounter <= 7'd0;
				speed <= 5'd7;
				score <= 0;
        end
        else begin
				nextFrame <= 1'b0;
				oDone <= 1'b0;
				Counter <= Counter + 1'b1;
				clear = 1'b0;
				if(ld_play) begin
					black = 1'b0;
					oX <= X + CountX;
					oY <= Y + CountY;
					if(Y + CountY == Y_SCREEN_PIXELS) begin
						gameover = 1'b1;
						Y <= 7'd0;
						oX <= 8'd0;
						oY <= 7'd0;
						oDone <= 1'b1;
					end else if(CountX == X_BOXSIZE-1 & CountY == Y_BOXSIZE)begin
						oDone <= 1'b1;
					end else if(CountX == X_BOXSIZE-1) begin
						CountY <= CountY + 1'b1;
						CountX <= 1'b0;
					end else 
						CountX <= CountX + 1'b1;
					if(CountY == 2'b0) begin
						oColour <= 3'b0;
					end else 
						oColour <= 3'b111;
				end
				if(ld_wait) begin
					if(Counter >= PULSES_PER_SIXTIETH_SECOND) begin
						DelayCounter <= 1'b1;
						Counter <= 1'b0;
						FrameCounter <= FrameCounter + 7'd1;
					end else begin
						DelayCounter <= 1'b1;
					end
					if(FrameCounter == speed) begin
						Y <= Y + 1'd1;
						nextFrame <= 1'b1;
						FrameCounter <= 6'd0;
						CountX <= 3'b0;
						CountY <= 3'b0;
					end
				end
				if(ld_reset) begin
					if(~black) begin
						X <= lfsr[1:0]*8'd40;
						Y <= 1'b0;
						FrameCounter <= 6'd0;
						CountX <= 3'b0;
						CountY <= 3'b0;
						oX <= 8'd0;
						oY <= 7'd0;
						score <= score + 2'd1;
						if(score == 2'd3) begin
							if(speed <= 5'd1) speed <= 5'd1;
							else
							speed <= speed - 5'd1;
							score <= 2'd0;
						end
						black = 1'b1;
						lfsr[6] <= lfsr[7];
						lfsr[5] <= lfsr[6];
						lfsr[4] <= lfsr[5];
						lfsr[3] <= lfsr[4];
						lfsr[2] <= lfsr[3];
						lfsr[1] <= lfsr[2];
						lfsr[0] <= lfsr[1];
						lfsr[7] <= lfsr[0]^lfsr[1];
					end
				end
				if(ld_check)begin
				end
				if(ld_clear) begin
						Y <= 7'd0;
						oColour <= 3'b000;
						if(ld_red) oColour <= 3'b100;
						if(oX >= 8'd160 & oY >= 7'd120) begin
							oDone <= 1'b1;
							black <= 1'b0;
							oX <= 8'd0;
							oY <= 7'd0;
						end else if(oX >= X_SCREEN_PIXELS) begin
							oX <= 8'd0;
							oY <= oY + 7'd1;
						end else
							oX <= oX + 8'd1;
				end
		end
	end
endmodule
==> flow_metrics.py <==
# Synthesis and PnR figures
metrics = {
    "critical_path": {
        "cp-start-kind": "flip-flop",
        "timing.critical_path.slowest_cell_delay_ns": 0.50,
        "worstPathRequired_ns": 7.54,
        "regToRegEndpoint": "d0.Y[6]",
        "worst_path_max_delay_cell": "sky130_fd_sc_hd__o41a_1",
        "end_kind": "flip-flop",
        "length_in_cells_of_the_worst_reg_to_reg_path": 9,
        "timing.critical_path.mode_cell": "sky130_fd_sc_hd__a21o_1",
        "arrival_ns": 3.33,
        "reg2reg_setup_slack_ns": 4.21,
        "timing_worst_setup_path_type": "reg2reg",
        "path_max_fanout": 7,
        "worstPathCellList": "ha_1, inv_1, fa_1, xnor2_1, or3b_1, or4_4, o41a_1, a21o_1, a21o_1",
        "timing.rr.start": "d0.Y[0]",
    },
    "floorplan": {
        "die.size.x_um": 116,
        "floorplan.die_area_um2": 13500,
        "floorplan.rows": 41,
        "ioPinCount": 23,
        "fp_util": 0.411,
        "placeableCoreArea_um2": 12700,
        "die_h_um": 116,
    },
    "logic_synthesis": {
        "syn_area_per_cell_um2": 8.17,
        "synth.lib_cells_used.distinct": 60,
        "post_synth_instance_area_um2": 5200,
        "edf_count": 0,
        "yosysCellCount": 637,
        "synth.yosys.seq_area_share": 0.377,
        "synthesis.instances": 637,
        "async_reset_ff_frac": 0,
        "main_flop_type": "sky130_fd_sc_hd__dfxtp_1",
        "yosys_register_bits": 98,
        "ys_warn_count": 2,
        "yosys_area_um2": 5200,
    },
    "cells_and_area": {
        "drive_above_1_share": 0.0439,
        "stdcell_area_um2": 5870,
        "postLayoutCoreUtil": 0.463,
        "final_cells": 833,
        "layout-area-overhead-vs-synth_pct": 12.7,
    },
    "routing": {
        "insertedDiodeCount": 0,
        "drt-wirelength-per-cell_um": 13.7,
        "wire_length_reported_by_the_detailed_router_mm": 11.4,
        "detail_route.vias_per_cell": 5.30,
        "via_count": 4413,
        "drt_pre_antenna_iters": 5,
        "post-route-drc-count": 0,
        "postRouteAntennaNets": 0,
        "drtIter0Drc": 270,
    },
    "place": {
        "dpl_cell_area_um2": 5600,
        "place.detailed.instances": 817,
        "hpwl_reported_at_the_end_of_detailed_placement_mm": 8.36,
        "portBuffers": 22,
        "finalWeightedCongestion": 0.876,
    },
    "clock_network": {
        "clock_sink_count": 98,
        "post_cts.repair.setup_buffers": 0,
        "hold_buffers": 0,
        "tritoncts": "yes",
        "clock_latency_ns": 0.34,
        "cts-root-to-sink-buffers": 2,
        "clock_buffers_created_by_tritoncts": 9,
        "cts_htree_levels": 3,
        "clk_root_buffer_cell": "sky130_fd_sc_hd__clkbuf_16",
        "post_cts_gate_resize_count": 0,
        "cts.clk_slew.worst_paths_ns": 0.07,
    },
    "power": {
        "ir_worst_vdd_uv": 164,
        "p_leak_nw": 2.23,
        "power_density_nw_per_um2": 187,
    },
    "timing": {
        "timing.final.setup_violations": 0,
        "grt_setup_unrepaired": "no",
        "hold_violations": 0,
        "max_freq_mhz": 323,
        "hold_slack_ns": 0.452,
        "slew-limit-headroom": 0.453,
        "final_period_minus_worst_setup_slack_ns": 3.09,
        "clock_skew_ns": 0.00633,
        "fin_crit_sh": 0.424,
        "timing.setup.tns_ns": 0,
        "timing_worst_slew_pin_value_ns": 0.820,
        "final-max-slew-violation-count": 0,
    },
    "hold_path": {
        "worstHoldPathCells": 2,
        "timing.hold.worst.start": "d0.lfsr[2]",
        "holdPathEnd": "d0.lfsr[1]",
        "worstHoldPathType": "reg2reg",
    },
    "global_route": {
        "wire_length_of_the_first_global_routing_pass_mm": 19.1,
        "first_global_vias": 3936,
        "globalRoute.totalOverflow": 0,
        "track_usage": 0.183,
        "grt_max_degree": 22,
        "antenna_found_initial": 0,
    },
    "status": {
        "run_status": "complete, no violations",
    },
    "flow_run": {
        "maxCapViolations": 0,
        "log.warning_count": 32,
    },
}
-- cells in the mapped netlist (all sizes together) (2+ instances only) --
master,number,area share
or3b,2,0.0034
mux2i,6,0.012
and3,14,0.017
nand3,43,0.041
a2bb2oi,4,0.0067
inv,29,0.021
a21oi,33,0.032
or3,7,0.0084
xnor2,21,0.035
xor2,25,0.042
a22oi,3,0.0043
nor3b,8,0.012
o221ai,3,0.0050
o31ai,7,0.010
dfxtp,98,0.38
and2,10,0.012
nor4,7,0.0084
nor2,69,0.050
nor3,13,0.013
o22ai,7,0.0084
nand4,11,0.013
or2,3,0.0036
nand2b,8,0.0096
clkbuf,13,0.0094
nor2b,12,0.014
a211oi,6,0.0096
o311ai,2,0.0034
o21ai,31,0.030
nand2,68,0.049
fa,2,0.0077
or4,4,0.0065
a21o,6,0.0087
ha,26,0.062
buf,6,0.0065
o31a,2,0.0034
a31oi,7,0.0096
o21a,7,0.010
-- power by group --
group          switching (mW)  internal, mW
registers              0.0192         0.552
logic                  0.0499        0.0382
clock network           0.204         0.233
total                   0.273         0.823
-- final cells by class --
cell class | instances | area, µm²
fillers | 1214 | 6800
clock buffers | 11 | 233
multi-input cells | 491 | 3050
inverters | 29 | 109
clock inverters | 5 | 40.0
repair buffers | 27 | 258
well taps | 172 | 215
flip-flops and latches | 98 | 1960
-- per-stage QoR --
step / worst slack, ns / total power [mW]
finish: 4.21 / 1.10
global route: 4.07 / 1.15
CTS: 4.19 / 1.11
detailed placement: 3.86 / 0.671
global placement: 3.86 / 0.669
floorplan: 4.48 / 0.640
-- critical path: cells and delay by family, from the launching register on --
kind	cells	cell delay, ns
flip-flops	1	0.41
buffers and inverters	1	0.06
XOR/XNOR	1	0.20
AND-OR/OR-AND	3	0.86
adder cells (fa/ha/maj)	2	0.61
AND/OR/NAND/NOR	2	0.84
-- flip-flops by register name, indices dropped and copies added (netlist names), 3 cells and up --
name,cells
c0.current_state,3
d0.CountX,8
d0.CountY,8
d0.Counter,21
d0.FrameCounter,7
d0.Y,7
d0.lfsr,8
d0.oX,8
d0.oY,7
d0.speed,5
-- cells by family (layout without fill, tap and decap cells) --
kind of cell / after synthesis / count (layout) / synth area share
DFF: 98 / 98 / 0.377
xor gates and xnor gates: 46 / 46 / 0.0774
AOI/OAI and AO/OA: 127 / 127 / 0.156
buffers and inverters: 48 / 72 / 0.0368
adders and majority gates: 28 / 28 / 0.0702
muxes: 7 / 7 / 0.0137
and+or+nand+nor: 283 / 283 / 0.269
-- layout by cell type, fill, tap and decap left out, types with 2 or more instances in the layout --
cell / Yosys / routed
sky130_fd_sc_hd__a211oi_1: 5 / 5
sky130_fd_sc_hd__a21o_1: 6 / 6
sky130_fd_sc_hd__a21oi_1: 33 / 33
sky130_fd_sc_hd__a22oi_1: 3 / 3
sky130_fd_sc_hd__a2bb2oi_1: 4 / 4
sky130_fd_sc_hd__a31oi_1: 6 / 6
sky130_fd_sc_hd__and2_1: 10 / 10
sky130_fd_sc_hd__and3_1: 14 / 14
sky130_fd_sc_hd__buf_4: 2 / 5
sky130_fd_sc_hd__clkbuf_1: 13 / 2
sky130_fd_sc_hd__clkbuf_16: 0 / 9
sky130_fd_sc_hd__clkdlybuf4s50_1: 0 / 22
sky130_fd_sc_hd__clkinvlp_4: 0 / 3
sky130_fd_sc_hd__dfxtp_1: 98 / 98
sky130_fd_sc_hd__fa_1: 2 / 2
sky130_fd_sc_hd__ha_1: 26 / 26
sky130_fd_sc_hd__inv_1: 29 / 29
sky130_fd_sc_hd__mux2i_1: 6 / 6
sky130_fd_sc_hd__nand2_1: 68 / 68
sky130_fd_sc_hd__nand2b_1: 8 / 8
sky130_fd_sc_hd__nand3_1: 43 / 43
sky130_fd_sc_hd__nand4_1: 11 / 11
sky130_fd_sc_hd__nor2_1: 69 / 69
sky130_fd_sc_hd__nor2b_1: 12 / 12
sky130_fd_sc_hd__nor3_1: 12 / 12
sky130_fd_sc_hd__nor3b_1: 8 / 8
sky130_fd_sc_hd__nor4_1: 7 / 7
sky130_fd_sc_hd__o21a_1: 7 / 7
sky130_fd_sc_hd__o21ai_0: 30 / 30
sky130_fd_sc_hd__o221ai_1: 3 / 3
sky130_fd_sc_hd__o22ai_1: 7 / 7
sky130_fd_sc_hd__o31a_1: 2 / 2
sky130_fd_sc_hd__o31ai_1: 7 / 7
sky130_fd_sc_hd__or2_2: 3 / 3
sky130_fd_sc_hd__or3_1: 7 / 7
sky130_fd_sc_hd__or4_1: 3 / 3
sky130_fd_sc_hd__xnor2_1: 21 / 21
sky130_fd_sc_hd__xor2_1: 25 / 25
-- how the worst max path moves through the flow --
| stage | startpoint | endpoint | slack [ns] | cells past startpoint |
|---|---|---|---|---|
| CTS | d0.Y[0] | d0.Y[6] | 4.19 | 9 |
| finish | d0.Y[0] | d0.Y[6] | 4.21 | 9 |
| global route | iResetn | d0.CountX[1] | 4.07 | 6 |
-- per-layer routing --
layer | global-route usage | vias to the layer above | part of all wire
met5 | 0 | - | 0
li1 | - | 2276 | -
met3 | 0.0288 | 8 | 0.041
met4 | 0.0197 | 0 | 0.010
met2 | 0.277 | 85 | 0.43
met1 | 0.291 | 2044 | 0.51
No activity file was given, so power comes from the tool's default toggle rates.
